### run.sh
#!/bin/bash
# OpenROAD 26Q1-2900-gdf79404cd8, Yosys 0.63+post, stock flow scripts
make -C /OpenROAD-flow-scripts/flow DESIGN_CONFIG=/design/flow/config.mk WORK_HOME=/design/flow/orfs finish
### config.mk
export PLATFORM = sky130hd
export DESIGN_NAME = Traffic_Light_Controller
export DESIGN_NICKNAME = Traffic_Light_Controller
export VERILOG_FILES = /design/flow/design.v
export SDC_FILE = /design/flow/constraint.sdc
export NUM_CORES = 4
export LEC_CHECK = 1
export CORE_UTILIZATION = 30
### constraint.sdc
current_design Traffic_Light_Controller

set clk_period 6.8
set clk_io_pct 0.2

create_clock -name clk0 -period $clk_period [get_ports {clk}]

set non_clock_inputs [all_inputs -no_clocks]
set_input_delay [expr $clk_period * $clk_io_pct] -clock clk0 $non_clock_inputs
set_output_delay [expr $clk_period * $clk_io_pct] -clock clk0 [all_outputs]
### design.v
`timescale 1ns / 1ps
module Traffic_Light_Controller(
    input clk,        
    input resetn,     
    input sa,         
    input sb,         
    output reg Ra,    
    output reg Ya,    
    output reg Ga,    
    output reg Rb,    
    output reg Yb,    
    output reg Gb     
);
    parameter [2:0] s0 = 3'b000,
                    s1 = 3'b001,
                    s2 = 3'b010,
                    s3 = 3'b011;
    reg [2:0] state, next_state;
    reg [27:0] counter;  
    always @(posedge clk or negedge resetn) begin
        if (~resetn) begin
            state <= s0;
            counter <= 28'b0;
        end else begin
            state <= next_state;
            if (state == s0 || state == s1 || state == s2 || state == s3) begin
                if (counter < 28'd60_000_000 && state == s0)
                    counter <= counter + 1;
                else if (counter < 28'd10_000_000 && state == s1)
                    counter <= counter + 1;
                else if (counter < 28'd50_000_000 && state == s2)
                    counter <= counter + 1;
                else
                    counter <= 28'b0;
            end
        end
    end
    always @(*) begin
        case(state)
            s0: begin
                if (counter < 28'd60_000_000)
                    next_state = s0;
                else if (sb)  
                    next_state = s1;
                else
                    next_state = s0;
            end
            s1: begin
                if (counter < 28'd10_000_000)
                    next_state = s1;
                else
                    next_state = s2;
            end
            s2: begin
                if (counter < 28'd50_000_000)
                    next_state = s2;
                else if (sa | ~sb)  
                    next_state = s3;
                else
                    next_state = s2;
            end
            s3: begin
                if (counter < 28'd10_000_000)
                    next_state = s3;
                else
                    next_state = s0;
            end
            default: next_state = s0;
        endcase
    end
    always @(state) begin
        Ga = 1'b0; Ya = 1'b0; Ra = 1'b0;
        Gb = 1'b0; Yb = 1'b0; Rb = 1'b0;
        case(state)
            s0: begin
                Ga = 1'b1;   
                Rb = 1'b1;   
            end
            s1: begin
                Ya = 1'b1;   
                Rb = 1'b1;   
            end
            s2: begin
                Ra = 1'b1;   
                Gb = 1'b1;   
            end
            s3: begin
                Ra = 1'b1;   
                Ya = 1'b1;   
            end
        endcase
    end
endmodule
==> ci_impl_report.md <==
## Synthesis and layout report

| Metric | Value |
|---|---|
| Half-perimeter wire length after placement | `2487 um` |
| Endpoint class of the critical path | `register` |
| Crit Path Class | `register to register` |
| Worst clock skew on the final layout | `between 0.006 and 0.007 ns` |
| VDD IR max | `0.00006650 V` |
| Element type at the critical path start | `register` |
| Drt via density | `5.059` |
| Slew headroom | `40.53%` |
| Sequential fraction of the synthesis area | `42.88%` |
| Capturing point of the worst reg2reg path | `counter[21]` |
| Worst Tran Pin Value | `0.8920 ns` |
| Die Width | `approximately 81 um` |
| Number of filler cells placed in the layout | `602` |
| Cell-by-cell trace of the critical path | `nand4bb_1, nor3_2, a211oi_2, a2111oi_4, and2_1, nor2_1` |
| Wire length of the first global-routing pass | `6382 um` |
| Sink Count | `32` |
| Source-to-sink clock delay at the later pin of the worst-skew pair | `0.28 ns` |
| Status | `complete, no violations` |
| TritonCTS clock tree | `yes` |
| Post-synth ARST share | `100.0%` |
| Final cycle utilization of the critical path | `41.38%` |
| Worst EP arrival | `2.95 ns` |
| Chip area line of the yosys report | `1871 um2` |
| Vias in the first global route | `1360` |
| Area used by sequential logic in the layout | `802.0 um2` |
| Final period demand of the worst path | `2.814 ns` |
| Sink of the worst hold path | `counter[6]` |
| CTS Root Buffer Type | `sky130_fd_sc_hd__clkbuf_8` |
| Max Freq | `355.4 MHz` |
| RSZ-0062 raised after global routing | `no` |
| Core Rows | `28` |
| Initial DRC Count | `114` |
| Avg Inst Size Synth | `9.080 um2` |
| Core Area | `5956 um2` |
| Sw power | `approximately 0.000071 W` |
| Post-synthesis to final-layout area growth | `12.17%` |
| Combinational share of power | `1.6%` |
| Largest net degree at the start of global routing | `33` |
| Die height | `a little over 80 um` |
| Clock network fraction of total power | `47.3%` |
| Number of setup buffers added after CTS | `0` |
| Reg2Reg Setup Slack | `3.99 ns` |
| Post-layout total power | `0.0003721 W` |
| Worst setup slack after layout | `3.986 ns` |
| Chip area | `6555 um2` |
| Cell area after synthesis | `about 1900 um2` |
| Netlist cell types | `50` |
| OpenROAD warning count | `25` |
| Hold Path Class | `register to register` |
| All-Layer GR Usage | `12.60%` |
| CTS Hold Bufs | `0` |
| Top-Level Pins | `10` |
| DR vias | `1457` |
| Number of maximum-capacitance constraint violations | `0` |
| Fraction of the core area occupied by cells at floorplan | `a little under a third` |
| Leakage power | `about 0.9 nW` |
| Detail Route Antenna Nets | `0` |
| Source of the worst hold timing path | `counter[6]` |
| Warnings from Yosys | `1` |
| Cts repair resizes | `0` |
| Yosys reg bits | `32` |
| Number of antenna violations at the first check in global routing | `0` |
| Post-synth top flop | `sky130_fd_sc_hd__dfrtp_1` |
| Inserted Clock Buffers | `5` |
| Comb. cell area | `approximately 970 um2` |
| Drt drc | `0` |
| Ratio of cells with drive above 1 in the final layout | `~8.0%` |
| Data required, critical path | `6.94 ns` |
| First-pass DRT Iterations | `4` |
| Net Sw Frac | `19.14%` |
| Final max-slew violation count | `0` |
| Internal power | `0.0003009 W` |
| Aggregate negative setup slack | `0 ns` |
| Antenna diode count | `0` |
| Delay contributed by the slowest stage of the critical path | `0.83 ns` |
| Slowest CP cell | `sky130_fd_sc_hd__a2111oi_4` |
| Source of the worst register-to-register timing path | `counter[21]` |
| CTS max path bufs | `2` |
| Ratio of total power to cell area | `roughly 180 nW/um2` |
| Pre-CTS setup slack | `3.950 ns` |
| Worst-path fanout max | `19` |
| Routability congestion estimate | `0.8010` |
| Leftover overflow at the end of global routing | `0` |
| Routed wire per std cell | `about 12 um` |
| Post-synthesis cell count | `206` |
| FF-to-FF path depth | `6` |
| Total of endpoints with negative setup slack in the final report | `0` |
| Flip-flops with a built-in enable | `0` |
| H-tree levels | `2` |
| Wire length after detailed routing | `3591 um` |
| PortBufs | `8` |
| Ys cells | `206` |
| Sequential group share of total power | `51.2%` |
| Clock transition at the register clock pins on the worst setup and hold paths after CTS | `0.07 ns` |
| Final hold violations | `0` |
| Worst hold path stage count | `1` |
==> cell type report <==
cell class                      instances  share of cell area, %
Multi-Input combinational cell        153                  46.03
Sequential cell                        32                  38.22
Tap cell                               75                  4.472
Timing Repair Buffer                    9                  4.174
Clock buffer                            6                  3.459
Inverter                               11                  1.968
Clock inverter                          2                  1.670
==> layout by cell type (no fill, tap or decap), types with 2 or more instances in the layout <==
master	Yosys	layout
sky130_fd_sc_hd__clkdlybuf4s50_1	0	8
sky130_fd_sc_hd__a211oi_1	2	2
sky130_fd_sc_hd__a21oi_1	2	2
sky130_fd_sc_hd__inv_1	11	11
sky130_fd_sc_hd__or2_2	3	3
sky130_fd_sc_hd__a22o_1	2	2
sky130_fd_sc_hd__and2_1	2	2
sky130_fd_sc_hd__a21o_1	7	7
sky130_fd_sc_hd__nand3_1	15	15
sky130_fd_sc_hd__and3_1	5	5
sky130_fd_sc_hd__nor4_1	8	8
sky130_fd_sc_hd__nand2_1	12	12
sky130_fd_sc_hd__clkbuf_8	0	5
sky130_fd_sc_hd__nand2b_1	2	2
sky130_fd_sc_hd__xor2_1	10	10
sky130_fd_sc_hd__nor3_1	5	5
sky130_fd_sc_hd__dfrtp_1	31	31
sky130_fd_sc_hd__or4_1	2	2
sky130_fd_sc_hd__xnor2_1	8	8
sky130_fd_sc_hd__nor2_1	26	26
sky130_fd_sc_hd__nor3b_1	2	2
sky130_fd_sc_hd__o21ai_0	13	13
sky130_fd_sc_hd__nand4_1	4	4
==> worst max-delay path: cells and delay by family, from the launching register on <==
kind,cells,cell delay [ns]
AND/OR/NAND/NOR,4,1.29
AND-OR/OR-AND,2,0.95
flip-flops,1,0.43
==> per-layer routing <==
| layer | global-route usage [%] | share of wire, % | up-vias |
|---|---|---|---|
| li1 | - | - | 747 |
| met1 | 19.53 | 52 | 685 |
| met2 | 18.99 | 44 | 19 |
| met3 | 2.395 | 2.8 | 6 |
| met4 | 1.786 | 1.8 | 0 |
| met5 | 0 | 0 | - |
==> per-stage QoR <==
step / hold WS, ns / instances / instance area, um2 / util (%)
6_report: 0.5028 / 288 / 2098 / 35.23
2_1_floorplan: 0.4591 / 206 / 1871 / -
3_3_place_gp: 0.4897 / 280 / 1991 / 33.42
5_1_grt: 0.5271 / 288 / 2098 / 35.23
4_1_cts: 0.5044 / 288 / 2098 / 35.23
3_5_place_dp: 0.4936 / 280 / 1991 / 33.42
==> power groups by stage <==
stage / clock network [W] / logic [W] / registers, W
after CTS: 0.000182 / 0.00000637 / 0.000190
final: 0.000176 / 0.00000583 / 0.000190
after global routing: 0.000190 / 0.00000690 / 0.000190
==> how the worst max path moves through the flow <==
stage	from	cells past startpoint	endpoint	slack, ns
final	counter[21]	6	counter[21]	3.99
after global routing	counter[21]	6	counter[20]	3.70
after CTS	counter[21]	6	counter[13]	3.92
==> registers in the layout, indices dropped and copies added (netlist names) <==
signal,count
counter,28
state,4
==> Yosys cell counts (all sizes together), types with 4 or more instances <==
| cell | instances | area [um2] |
|---|---|---|
| nor4 | 8 | 50.05 |
| xnor2 | 8 | 70.07 |
| nand4 | 4 | 25.02 |
| o21ai | 14 | 73.82 |
| a21o | 7 | 52.55 |
| xor2 | 10 | 87.58 |
| nor2 | 26 | 97.59 |
| inv | 11 | 41.29 |
| nor3 | 6 | 35.03 |
| nand2 | 12 | 45.04 |
| and3 | 5 | 31.28 |
| clkbuf | 4 | 17.52 |
| dfrtp | 31 | 775.7 |
| buf | 6 | 43.79 |
| nand3 | 15 | 75.07 |
==> cell families (layout without fill, tap and decap cells) <==
group | count (synthesis) | count (layout) | share of synthesized area, %
adder cells (fa/ha/maj) | 1 | 1 | 0.6688
other | 1 | 1 | 0.2005
multiplexers | 1 | 1 | 0.5351
AND/OR/NAND/NOR | 93 | 93 | 26.15
flip-flops | 32 | 32 | 42.88
XOR/XNOR | 18 | 18 | 8.428
AND-OR/OR-AND | 39 | 39 | 15.65
buffers and inverters | 21 | 28 | 5.485
No activity file was given, so power comes from the tool's default toggle rates.
